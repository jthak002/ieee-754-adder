`flow/run.sh`:
```
#!/bin/bash
# OpenROAD 26Q1-2900-gdf79404cd8, Yosys 0.63+post, stock flow scripts
make -C /OpenROAD-flow-scripts/flow DESIGN_CONFIG=/design/flow/config.mk WORK_HOME=/design/flow/orfs finish
```
`flow/config.mk`:
```
export PLATFORM = sky130hd
export DESIGN_NAME = FP_Adder
export DESIGN_NICKNAME = FP_Adder
export VERILOG_FILES = /design/flow/design.v
export SDC_FILE = /design/flow/constraint.sdc
export NUM_CORES = 4
export LEC_CHECK = 1
export CORE_UTILIZATION = 30
export SYNTH_HDL_FRONTEND = slang
```
`flow/constraint.sdc`:
```
current_design FP_Adder

set clk_period 10.3
set clk_io_pct 0.2

create_clock -name clk0 -period $clk_period [get_ports {clk}]

set non_clock_inputs [all_inputs -no_clocks]
set_input_delay [expr $clk_period * $clk_io_pct] -clock clk0 $non_clock_inputs
set_output_delay [expr $clk_period * $clk_io_pct] -clock clk0 [all_outputs]
```
`flow/design.v`:
```
`timescale 1ns / 1ps
module FP_Adder 
	#(
		parameter FP_SIZE = 32,
		parameter FRAC_SIZE = 23,
		parameter EXP_SIZE = 8
	)
	(
		input clk,
		input rst,
		input enable,
		input[FP_SIZE-1:0]  N1,
		input[FP_SIZE-1:0]  N2,
		input wire valid,
		output reg[FP_SIZE-1:0] result
	);
	wire [FRAC_SIZE:0] stg1_significand_1;
	wire [FRAC_SIZE:0] stg1_significand_2;
	wire [(FP_SIZE-FRAC_SIZE-1)-1:0] stg1_exponent_1;
	wire [(FP_SIZE-FRAC_SIZE-1)-1:0] stg1_exponent_2;
	wire [(FP_SIZE-FRAC_SIZE-1)-1:0] stg1_exponent_difference;
	wire stg1_sign_bit;
	wire [FP_SIZE-1:0] stg1_num_1;
	wire [FP_SIZE-1:0] stg1_num_2;
	reg [FP_SIZE-1:0] c_N1;
	reg [FP_SIZE-1:0] c_N2;
	wire[FRAC_SIZE:0] stg2_result_significand;
	wire stg2_carryout;
	wire [FP_SIZE-1:0] stg3_result;
	wire stg3_zero;
		wire [23:0] rb11_out;	 
		wire [23:0] rb12_out;	 
		wire [7:0] 	rb13_out;	 
		wire [7:0] 	rb14_out;	 
		wire [7:0] 	rb15_out;	 
		wire [31:0] rb16_out;	 
		wire [31:0] rb17_out;	 
		wire 			rb18_out;	 
		wire [31:0] rb21_out; 	 
		wire [31:0] rb22_out;	 
		wire [23:0] rb23_out;	 
		wire 			rb24_out;	 
		wire 			rb25_out;	 
		wire [7:0] rb26_out;		 
		wire [31:0] rb31_out;	 
		wire 			rb32_out;	 
	always@(*) begin
		if(valid) begin
			c_N1 = N1;
			c_N2 = N2;
		end else begin
			c_N1='d0;
			c_N2='d0;
		end
	end
	fp_adder_stage1 #(FP_SIZE,FRAC_SIZE) stage_1 
		(
		.N1(c_N1),
		.N2(c_N2),
		.significand_1(stg1_significand_1),
		.shifted_significand_2(stg1_significand_2),
		.exponent_1(stg1_exponent_1),
		.exponent_2(stg1_exponent_2),
		.exponent_difference(stg1_exponent_difference),
		.sign_bit(stg1_sign_bit),
		.num_1(stg1_num_1),
		.num_2(stg1_num_2)
    );
	gen_register #24 rb11 (.clk(clk),
									.rst(rst),
									.write_en(enable),
									.data_in(stg1_significand_1),
									.data_out(rb11_out));
	gen_register #24 rb12 (.clk(clk),
									.rst(rst),
									.write_en(enable),
									.data_in(stg1_significand_2),
									.data_out(rb12_out));
	gen_register #8 rb13 (.clk(clk),
									.rst(rst),
									.write_en(enable),
									.data_in(stg1_exponent_1),
									.data_out(rb13_out));
	gen_register #8 rb14 (.clk(clk),
									.rst(rst),
									.write_en(enable),
									.data_in(stg1_exponent_2),
									.data_out(rb14_out));
	gen_register #8 rb15 (.clk(clk),
									.rst(rst),
									.write_en(enable),
									.data_in(stg1_exponent_difference),
									.data_out(rb15_out));
	gen_register #32 rb16 (.clk(clk),
									.rst(rst),
									.write_en(enable),
									.data_in(stg1_num_1),
									.data_out(rb16_out));
	gen_register #32 rb17 (.clk(clk),
									.rst(rst),
									.write_en(enable),
									.data_in(stg1_num_2),
									.data_out(rb17_out));
	gen_register #1 rb18 (.clk(clk),
									.rst(rst),
									.write_en(enable),
									.data_in(stg1_sign_bit),
									.data_out(rb18_out));
	 fp_adder_stage2 #(FP_SIZE,FRAC_SIZE) stage_2
	 (
	 .num_1(rb16_out),
		.num_2(rb17_out),
		.exponent_1(rb13_out),
		.exponent_2(rb14_out),
		.significand_1(rb11_out),
		.significand_2(rb12_out),
		.result_significand(stg2_result_significand),
		.carryout(stg2_carryout));
	gen_register #32 rb21 (.clk(clk),
									.rst(rst),
									.write_en(enable),
									.data_in(rb16_out),
									.data_out(rb21_out));
	gen_register #32 rb22 (.clk(clk),
									.rst(rst),
									.write_en(enable),
									.data_in(rb17_out),
									.data_out(rb22_out));
	gen_register #24 rb23 (.clk(clk),
									.rst(rst),
									.write_en(enable),
									.data_in(stg2_result_significand),
									.data_out(rb23_out));
	gen_register #1 rb24 (.clk(clk),
									.rst(rst),
									.write_en(enable),
									.data_in(rb18_out),
									.data_out(rb24_out));
	gen_register #1 rb25 (.clk(clk),
									.rst(rst),
									.write_en(enable),
									.data_in(stg2_carryout),
									.data_out(rb25_out));
	gen_register #8 rb26(.clk(clk),
									.rst(rst),
									.write_en(enable),
									.data_in(rb13_out),
									.data_out(rb26_out));
	fp_adder_stage3 #(FP_SIZE,FRAC_SIZE) stage3
	(
		.num_1(rb21_out),
		.num_2(rb22_out),
		.carryout(rb25_out),
		.sign_bit(rb24_out),
		.exponent_1(rb26_out),
		.significand(rb23_out),
		.result(stg3_result),
		.zero(stg3_zero)
    );
	gen_register #32 rb31(.clk(clk),
									.rst(rst),
									.write_en(enable),
									.data_in(stg3_result),
									.data_out(rb31_out));
	gen_register #1 rb32(.clk(clk),
									.rst(rst),
									.write_en(enable),
									.data_in(stg3_zero),
									.data_out(rb32_out));
	always@(posedge clk or posedge rst) begin
		if(rst) begin
			result<='d0;
		end else begin
			result<=rb31_out;
		end
	end
endmodule 
`timescale 1ns / 1ps
module fp_adder_stage1#(parameter FP_SIZE = 32,parameter FRAC_SIZE = 23)
		(
		N1,
		N2,
		significand_1,
		shifted_significand_2,
		exponent_1,
		exponent_2,
		exponent_difference,
		sign_bit,
		num_1,
		num_2
    );
	input wire [FP_SIZE-1:0] N1;
	input wire [FP_SIZE-1:0] N2;
	output reg [(FP_SIZE-FRAC_SIZE-1)-1:0] exponent_1;
	output reg [(FP_SIZE-FRAC_SIZE-1)-1:0] exponent_2;
	output reg [(FP_SIZE-FRAC_SIZE-1)-1:0] exponent_difference;
	output reg [FRAC_SIZE:0] significand_1;
	output reg [FRAC_SIZE:0] shifted_significand_2;
	output reg sign_bit;
	output reg [FP_SIZE-1:0] num_1;  
	output reg [FP_SIZE-1:0] num_2;  
	reg [FRAC_SIZE:0] significand_2;
	 always@(*)begin
		significand_2='d0;
		if (N2[30:23] > N1[30:23]) begin
			num_1=N2;
			num_2=N1;
		end else begin
			num_1=N1;
			num_2=N2;
		end
		exponent_1 = num_1[30:23];
		exponent_2 = num_2[30:23];
		significand_1[22:0]=num_1[22:0];
		significand_2[22:0]=num_2[22:0];
		if (exponent_1 == 'd0) begin
			significand_1[23] = 1'b0;
		end else begin
			significand_1[23] = 1'b1;
		end
		if (exponent_2 == 'd0) begin
			significand_2[23] = 1'b0;
		end else begin
			significand_2[23] = 1'b1;
		end
		exponent_difference = $signed(exponent_1) - $signed(exponent_2);
		if(exponent_difference[7]==1'b1)begin
			exponent_difference=~exponent_difference;
			exponent_difference=exponent_difference+8'b00000001;
		end
		shifted_significand_2 = significand_2 >> exponent_difference;
		if (shifted_significand_2>significand_1) begin
			sign_bit=num_2[FP_SIZE-1];
		end else begin
			sign_bit=num_1[FP_SIZE-1];
		end
		if (num_1[FP_SIZE-1] != num_2[FP_SIZE-1]) begin
			shifted_significand_2 = ~ shifted_significand_2;
			shifted_significand_2 = shifted_significand_2 + 'd1;
		end
	 end
endmodule
`timescale 1ns / 1ps
module fp_adder_stage2#(parameter FP_SIZE = 32,parameter FRAC_SIZE = 23)
(
	num_1,
	num_2,
	exponent_1,
	exponent_2,
	significand_1,
	significand_2,
	result_significand,
	carryout);
	input wire [FP_SIZE-1:0] num_1;
	input wire [FP_SIZE-1:0] num_2;
	input wire [(FP_SIZE-FRAC_SIZE-1)-1:0] exponent_1;
	input wire [(FP_SIZE-FRAC_SIZE-1)-1:0] exponent_2;
	input wire [FRAC_SIZE:0] significand_1;
	input wire [FRAC_SIZE:0] significand_2;
	output reg [FRAC_SIZE:0] result_significand;
	output reg carryout;
	always@(*) begin
		carryout='d0;
		{carryout,result_significand} = {1'b0, significand_1} + {1'b0, significand_2};
		if((num_1[FP_SIZE-1] != num_2[FP_SIZE-1]) && result_significand[FRAC_SIZE]==1'b1 && carryout==1'b0) begin
			result_significand=~result_significand;
			result_significand=result_significand+24'd1;
		end
	end
endmodule
`timescale 1ns / 1ps
module fp_adder_stage3#(parameter FP_SIZE = 32,parameter FRAC_SIZE = 23)
(
		num_1,
		num_2,
		carryout,
		sign_bit,
		exponent_1,
		significand,
		result,
		zero
    );
	input wire [FP_SIZE-1:0] num_1;
	input wire [FP_SIZE-1:0] num_2;
	output reg [FP_SIZE-1:0] result;
	input wire [FRAC_SIZE:0] significand;
	input wire [(FP_SIZE-FRAC_SIZE-1)-1:0] exponent_1;
	input wire carryout;
	input wire sign_bit;
	output reg zero;
	integer i; 
	reg [FRAC_SIZE:0] c_significand;
	reg [(FP_SIZE-FRAC_SIZE-1)-1:0] left_shift;
	reg [(FP_SIZE-FRAC_SIZE-1)-1:0] exponent;
	always@(*) begin
		zero=1'b1;  
		left_shift='d0;
		exponent='d0;
		c_significand=significand;
		if ((num_1[FP_SIZE-1]==num_2[FP_SIZE-1]) && carryout==1'b1) begin
			c_significand=c_significand>>1;
			c_significand[FRAC_SIZE]=1'b1;
			left_shift=-'d1;
			zero=1'b0;
		end else begin
			for(i=0;i<=24;i=i+1) begin
				if(c_significand[FRAC_SIZE]!=1'b1) begin 
					c_significand=c_significand<<1;
					left_shift=left_shift+'d1;
				end else begin
					zero=1'b0;
				end
			end
		end
		c_significand[FRAC_SIZE]=sign_bit;  
		if (zero) begin
			exponent='d0;
		end else begin 
			exponent=exponent_1-left_shift;
		end
		if (zero) begin
			result='d0;
		end else begin
			result={c_significand[FRAC_SIZE],exponent,c_significand[FRAC_SIZE-1:0]};
		end
	end
endmodule
`timescale 1ns / 1ps
module gen_register( clk, rst, data_in, data_out, write_en  );
	parameter WORD_SIZE = 32 ; 
	input wire clk, rst, write_en;
	input wire [WORD_SIZE-1:0] data_in;
	output reg [WORD_SIZE-1:0] data_out;	
always @ (posedge rst or posedge clk ) begin
	if ( rst ) begin
		data_out <= { WORD_SIZE {1'b0} };
	end else if ( clk ) begin
		if(write_en)
			data_out <= data_in;
	end
end
endmodule
```
==> impl_metrics.yaml <==
# generated from flow reports
synth:
  ys_types: 110
  common_cells: "nand2_1, o21ai_0, dfrtp_1"
  syn_area_um2: 18000
  synth_top_flop_cell: "dfrtp_1"
  ys_area_um2: 18000
  yosys_warnings: 0
  yosys.cell_count.top_type: "nand2_1"
  top_area_share_pct: 22.1
  async_flop_share_pct: 100
  edf_count: 0
  syn_avg_cell_area_um2: 7.62
  postSynthCellCount: 2366
  ys.flops: 159
  synth_top_cell_by_area: "dfrtp_1"
  yosys_cells: 2366
  top_cells_by_area: "dfrtp_1, nand2_1, ha_1, o21ai_0, mux2i_1"
  ys_seq_share_pct: 22.1
worst_setup_path:
  cp_data_arrival_time_ps: 13940
  critPathMaxStageDelay_ps: 420
  critical_path.max_fanout: 4
  crit_top_cell: "ha_1"
  worstSetupPathType: "reg -> reg"
  cp-end-kind: "register"
  cp_data_required_time_ps: 10790
  cp-start-kind: "register"
  cpMaxStageDelayCell: "dfrtp_2"
floorplan:
  num_io_pins: 100
  core_um2: 59200
  dieWidth_um: 247
  die_y_um: 247
  fp-utilization_pct: 30.4
  chip_area_um2: 61100
  placementRows: 89
placed_design:
  place_inst: 3420
  dpl_worst_slack_ps: -3090
  place.gp.congestion: 0.977
  dpl.hpwl_mm: 51.3
  io_buffers: 99
global_route:
  use_met2_pct: 33.4
  grt_pass1_wl_mm: 106
  antenna_found_initial: 1
  track_usage_pct: 22.7
  grt_max_degree: 113
  grt_remaining_overflow: 0
  grt_util_met1_pct: 29.4
  grt_most_used_layer: "met2"
  first_global_vias: 20600
  use_met3_pct: 7.34
timing:
  relSlewSlack_pct: 38.1
  hold_viol: 0
  fin_crit_sh_pct: 131
  maxSlewViolCount: 0
  clock_skew_ps: 17.9
  worstMarginPinSlew_ps: 927
  final-setup-viol-count: 15
  rsz0062_at_grt: "true"
  fmax_mhz: 74.3
  fin_crit_ps: 13450
  tns_ps: -15910
  fin_ws_ps: -3150
final_layout:
  layout-drive-gt1-share_pct: 22.5
  nFillCells: 5754
  utilization_pct: 41.4
  syn2layout_area_growth_pct: 36.1
  comb_area_um2: 13500
  regArea_um2: 3980
  final_cells: 3556
detailed_routing:
  vias: 19600
  via_per_inst: 5.51
  drt_wl_total_mm: 67.8
  first_pass_iters: 8
  antenna_left: 0
  wl_per_cell_um: 19.1
  drc: 0
  drtIter0Drc: 1393
clock_network:
  postCtsHoldBufs: 0
  clk_pin_slew_ps: 70
  clock.latency.late_pin_ps: 600
  cts_tree: "done"
outcome:
  status: "finished with violations"
  violations: "negative setup slack"
flow_run:
  tool_warnings: 303
  cap_violations: 0
pwr:
  post-layout-total-power_uw: 10600
  vdd_drop_max_v: 0.000220
  leakage_uw: 0.0106
  powerDensity_nw_per_um2: 432
min_path:
  hold_path_class: "reg -> reg"
[timing repair]
item,4_1_cts,5_1_grt
pin swaps,21,30
setup buffers,21,7
setup endpoints to repair,15,19
resized,19,29
[registers in the layout, summed over array words and instances (netlist names)]
signal,count
rb12.data_out,24
rb31.data_out,32
rb17.data_out,1
rb18.data_out,1
rb24.data_out,1
rb25.data_out,1
result,32
rb11.data_out,24
rb23.data_out,24
rb13.data_out,7
rb22.data_out,1
rb16.data_out,2
rb21.data_out,9
[critical path: cells and delay by family, from the launching register on]
family          cells  cell delay, ps
xor+xnor            1             240
compound gates     20            3160
flops               1             420
buf+inv             7             550
fa+ha+maj          22            5910
mux                 8            1420
simple gates       22            1660
[cell type report]
class	instances	area share, %
well taps	773	3.94
diodes	1	0.0102
flip-flops and latches	159	16.2
multi-input cells	2009	55.2
inverters	65	1.01
repair buffers	440	14.6
clock buffers	78	7.39
clock inverters	31	1.64
[cell usage in the layout, fill, tap and decap left out, drive strengths merged, types with 22 or more instances in the layout]
master | netlist | routed
nand2 | 365 | 365
buf | 37 | 341
o21ai | 231 | 231
nor2 | 160 | 160
dfrtp | 159 | 159
a21oi | 131 | 131
mux2i | 106 | 106
clkdlybuf4s50 | 0 | 98
nand3 | 89 | 89
ha | 89 | 89
xnor2 | 80 | 80
inv | 65 | 80
clkbuf | 96 | 78
nor3 | 73 | 73
mux2 | 55 | 55
xor2 | 50 | 50
a211oi | 31 | 31
nor2b | 31 | 31
nand2b | 30 | 30
nand4 | 30 | 30
and2 | 27 | 27
nor4 | 26 | 26
a31oi | 25 | 25
a21o | 24 | 24
and3 | 24 | 24
o211ai | 24 | 24
o31ai | 22 | 22
[through the flow]
| step | hold WS, ps | cell area (µm²) |
|---|---|---|
| 3_5_place_dp | 358 | 21900 |
| 4_1_cts | 374 | 24300 |
| 6_report | 374 | 24500 |
| 5_1_grt | 378 | 24500 |
| 2_1_floorplan | 354 | 18100 |
| 3_3_place_gp | 360 | 21900 |
[routing by layer]
| metal | up-vias | share of wire, % |
|---|---|---|
| li1 | 9474 | - |
| met1 | 9260 | 45 |
| met2 | 670 | 45 |
| met3 | 179 | 6.0 |
| met4 | 2 | 4.4 |
| met5 | - | 0.015 |
[cell families after synthesis]
group / share of synthesized area [%]
multiplexers: 9.91
AND/OR/NAND/NOR: 25.3
buffers and inverters: 4.46
flip-flops: 22.1
XOR/XNOR: 7.41
AND-OR/OR-AND: 24.4
adder cells (fa/ha/maj): 6.45
[where the power goes]
part / leakage, µW / switching, µW / internal (µW)
registers: 0.00204 / 178 / 877
clock network: 0.00163 / 775 / 1000
logic: 0.00698 / 4210 / 3560
[final timing paths]
check / cells past startpoint / slack, ps / to / from
hold reg to reg: 0 / 370 / result[4] / rb31.data_out[4]
max in group asynchronous: 3 / 7410 / rb23.data_out[23] / rst
setup reg to reg: 80 / -3150 / rb31.data_out[30] / rb23.data_out[22]
min in group asynchronous: 2 / 1860 / rb31.data_out[23] / rst
setup / recovery: 80 / -3150 / rb31.data_out[30] / rb23.data_out[22]
hold / removal: 0 / 370 / result[4] / rb31.data_out[4]
Power is estimated from default activity; no workload was simulated.
